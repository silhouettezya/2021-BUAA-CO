## ./run.sh

```bash
#!/bin/bash
# OpenROAD 26Q1-2900-gdf79404cd8, Yosys 0.63+post, stock flow scripts
make -C /OpenROAD-flow-scripts/flow DESIGN_CONFIG=/design/flow/config.mk WORK_HOME=/design/flow/orfs finish
```

## ./config.mk

```make
export PLATFORM = sky130hd
export DESIGN_NAME = ALU
export DESIGN_NICKNAME = ALU
export VERILOG_FILES = /design/flow/design.v
export SDC_FILE = /design/flow/constraint.sdc
export NUM_CORES = 4
export LEC_CHECK = 1
export CORE_UTILIZATION = 30
```

## ./constraint.sdc

```tcl
current_design ALU

set clk_period 21.1
set clk_io_pct 0.2

create_clock -name clk0 -period $clk_period

set non_clock_inputs [all_inputs -no_clocks]
set_input_delay [expr $clk_period * $clk_io_pct] -clock clk0 $non_clock_inputs
set_output_delay [expr $clk_period * $clk_io_pct] -clock clk0 [all_outputs]
```

## ./design.v

```verilog
`timescale 1ns / 1ps
module ALU(
    input [31:0] in1,
    input [31:0] in2,
    input [3:0] ALUcon,
    output [31:0] ALUout,
    output Zero
    );
	 assign ALUout = (ALUcon == 4'b0000) ? (in1 + in2):
	                 (ALUcon == 4'b0001) ? (in1 - in2):
						  (ALUcon == 4'b0010) ? (in1 | in2):
						  (ALUcon == 4'b0011) ? (in1 < in2):
						  (ALUcon == 4'b0100) ? (in2 << 16):
						  32'b0;
	 assign Zero = (in1 == in2);
endmodule
```

==> impl_metrics.tcl <==
# place-and-route summary
set metrics [dict create \
    run_status "finished clean" \
    fp-row-count 43 \
    pwr_density_cell_nw_per_um2 24.8 \
    syn_to_final_growth_pct 26.5 \
    floorplan.die_area_sq_um 15100 \
    floorplan.core_area_sq_um 14000 \
    startpoint_type "primary input" \
    dr.pass1.iters 5 \
    die_height_microns 123 \
    layout-drive-gt1-share_pct 3.76 \
    drv_cap 0 \
    power.leakage_uw 0.00251 \
    worst_ep_arrival_time_ps 8140 \
    drc_errors 0 \
    syn-instance-count 642 \
    cts-hold-fix-buffers 0 \
    finalWorstSetupSlack_ps 8740 \
    synth_cell_type_count 72 \
    stage_log_warnings 95 \
    initCoreUtil_pct 31.2 \
    cts_post_setup_buffers_inserted 0 \
    layout.clock_buffers 0 \
    period_minus_slack_ps 12360 \
    report.final.slew_viol_count 0 \
    vdd_drop_max_mv 0.00880 \
    max_slew_margin_vs_limit_pct 43.7 \
    drtIter0Drc 390 \
    ys_cells 642 \
    hold_violations 0 \
    synth.cell_area_sq_um 4380 \
    tns_ps 0 \
    die_x_microns 123 \
    synth.avg_cell_area_sq_um 6.82 \
    routedWlPerCell_microns 17.4 \
    sequential_cell_count_of_the_final_layout 0 \
    yosys.stat.chipArea_sq_um 4380 \
    worstMarginPinSlew_ps 842 \
    postSynthSeqShare_pct 0 \
    drtAntennaViolNets 0 \
    synth-warning-count 0 \
    io_pins 101 \
    critical_path.endpoint_type "output pin" \
    number_of_antenna_violations_at_the_first_check_in_global_routing 0 \
    crit_required_ps 16880 \
    detailedPlace.worstSlack_ps 8760 \
    routed_via_density 5.35 \
    finalWirelength_microns 15700 \
    setup_viol 0 \
    global_route.overflow_total 0 \
    port_buffer_cells 101 \
    grt_pass1_wl_microns 24800 \
    n_fill_cell 1420 \
    final_util_pct 39.5 \
    fmax_mhz 80.9 \
    critical_path_class "primary input to output pin" \
    diodes 0 \
    logic_area_sq_um 3880 \
    first_global_vias 4535 \
    post-place-cells 899 \
    place.gp.congestion 0.941 \
    class_of_the_most_critical_hold_timing_path "primary input to output pin" \
    crit_fanout 5 \
    setup_repair_after_global_routing_missed_its_margin "no" \
    sequential_cell_area_sq_um 0 \
    grt_usage_pct 21.5 \
    via_count 4811 \
    post-dp-hpwl_microns 13000 \
    post_cts_resized 0 \
    layout.cells.non_filler 899 \
    layout_worst_path_cycle_share_pct 58.6 \
    largest_net_degree_at_the_start_of_global_routing 41 \
]
## final cells by class
class / count / share of cell area, %
Timing Repair Buffer: 108 / 19.2
Tap cell: 180 / 4.06
Inverter: 99 / 6.71
Multi-Input combinational cell: 512 / 70.0
## worst max-delay path, cell delays in order
cell and delay (ps):
sky130_fd_sc_hd__clkdlybuf4s50_1 500, sky130_fd_sc_hd__inv_1 90, sky130_fd_sc_hd__ha_1 230, sky130_fd_sc_hd__fa_1 410, sky130_fd_sc_hd__o21ba_2 250, sky130_fd_sc_hd__o2111ai_1 320, sky130_fd_sc_hd__nand4_1 130, sky130_fd_sc_hd__and3_1 250
sky130_fd_sc_hd__a2111o_1 440, sky130_fd_sc_hd__a21oi_1 280, sky130_fd_sc_hd__a221oi_1 170, sky130_fd_sc_hd__xnor2_1 160, sky130_fd_sc_hd__o221ai_1 190, sky130_fd_sc_hd__clkdlybuf4s50_1 490
## per-stage QoR
step | hold WS, ps | power, uW | area, sq um
CTS | 9540 | 137 | 5540
floorplan | 8450 | 86.5 | 4380
finish | 9540 | 138 | 5540
detailed placement | 9540 | 136 | 5540
global route | 9590 | 153 | 5540
global placement | 9540 | 136 | 5540
## synthesized netlist by cell type (11+ instances only)
library cell                n  share of area [%]
sky130_fd_sc_hd__a21o_1    12                2.1
sky130_fd_sc_hd__a21oi_1   58                6.6
sky130_fd_sc_hd__clkbuf_1  18                1.5
sky130_fd_sc_hd__ha_1      95                 27
sky130_fd_sc_hd__inv_1     98                8.4
sky130_fd_sc_hd__nand2_1   35                3.0
sky130_fd_sc_hd__nand3_1   19                2.2
sky130_fd_sc_hd__nor2_1    49                4.2
sky130_fd_sc_hd__nor3_1    15                1.7
sky130_fd_sc_hd__o21ai_0   29                3.3
sky130_fd_sc_hd__o22ai_1   13                1.9
sky130_fd_sc_hd__o31ai_1   11                1.9
sky130_fd_sc_hd__xnor2_1   26                5.2
## final timing paths
check | cells past startpoint | slack, ps | startpoint | endpoint
setup / recovery | 14 | 8740 | in1[0] | ALUout[28]
hold / removal | 5 | 9540 | in1[8] | ALUout[8]
## placed cells by master (no fill, tap or decap), drive strengths merged, types with 10 or more instances in the layout
cell type and instances:
clkdlybuf4s50 101, nand3 19, nor3 16, o221ai 10, o22ai 13, o31ai 12
ha 95, a21oi 58, xnor2 26, inv 98, a21o 12, o21ai 31
nand2 35, nor2 49
## logic make-up after synthesis
kind of cell | synth area share [%]
compound gates | 34.0
buf+inv | 11.5
fa+ha+maj | 28.0
simple gates | 18.7
mux | 2.09
xor+xnor | 5.60
## report_power, final
part | total (uW) | internal (uW) | switching (uW) | leakage, uW
Sequential | 0 | 0 | 0 | 0
Clock | 0 | 0 | 0 | 0
Combinational | 138 | 62.4 | 75.3 | 0.00251
## routing by layer
layer | global-route usage [%] | up-vias | wire length (microns)
li1 | - | 2445 | -
met1 | 32.9 | 2192 | 7710
met2 | 33.2 | 168 | 6830
met3 | 2.56 | 6 | 1030
met4 | 1.75 | 0 | 116
met5 | 0 | - | 0
Power and IR drop assume default switching activity.
