### design/flow/design.v
`timescale 1ns / 1ps
module NPC(
    input [31:0] pc,
    input [2:0] Branch,
	 input beq,
    input [15:0] imm,
    input [25:0] imm26,
	 input [31:0] RD1,
    output [31:0] npc
    );
	 assign npc = (Branch == 3'b000) ? pc + 4:
	              (Branch == 3'b010) ? {pc[31:28],imm26,2'b0}:
					  (Branch == 3'b011) ? RD1:
					  ((Branch == 3'b001) && beq) ? (pc + 4 + {{14{imm[15]}},imm,2'b0}):
					                                                                       pc + 4;
endmodule
### design/flow/run.sh
#!/bin/bash
# OpenROAD 26Q1-2900-gdf79404cd8, Yosys 0.63+post, stock flow scripts
make -C /OpenROAD-flow-scripts/flow DESIGN_CONFIG=/design/flow/config.mk WORK_HOME=/design/flow/orfs finish
### design/flow/config.mk
export PLATFORM = sky130hd
export DESIGN_NAME = NPC
export DESIGN_NICKNAME = NPC
export VERILOG_FILES = /design/flow/design.v
export SDC_FILE = /design/flow/constraint.sdc
export NUM_CORES = 4
export LEC_CHECK = 1
export CORE_UTILIZATION = 50
### design/flow/constraint.sdc
current_design NPC

set clk_period 24.7
set clk_io_pct 0.2

create_clock -name clk0 -period $clk_period

set non_clock_inputs [all_inputs -no_clocks]
set_input_delay [expr $clk_period * $clk_io_pct] -clock clk0 $non_clock_inputs
set_output_delay [expr $clk_period * $clk_io_pct] -clock clk0 [all_outputs]
==> flow_summary.toml <==
# synthesis and place-and-route metrics
[sta]
hold_slack_ns = 10.76
fin_setup_tns_ns = 0
tightest_slew_ns = 0.873
rsz0062_at_grt = "false"
max_freq_mhz = 69.6
relSlewSlack = 0.417
timing.final.crit_share = 0.582
setup_viol = 0
finalCriticalPeriod_ns = 14.37
hold_viol = 0
drv_slew = 0

[power_and_ir_drop]
vdd_drop_max_mv = 0.0160
powerDensity_nw_per_um2 = 21.5
swShare = 0.471
share_comb_of_total_power = 1.000
seq_power_share = 0
pwr-share-clk = 0
p_int_uw = 54.2
leakagePower_uw = 0.00196
total_power_uw = 103
power.switching_uw = 48.3

[grt]
antenna_found_initial = 0
grt_use_total = 0.350
grt_pass1_wl_um = 19700
grt_pass1_vias = 3777
grt-ovfl-total = 0
grt_max_degree = 37

[clock_network]
cts_hold_buf = 0
post-cts-setup-buffers = 0
post_cts_resized = 0

[yosys]
ys_seq_frac = 0
yosysWarnings = 0
ys_area_um2 = 3340
ys_cells = 500
syn-instance-count = 500
yosys.area.top_type = "ha_1"
ys_top_cells_by_area = "ha_1 (14%), xnor2_1 (7.9%), a21oi_1 (6.7%)"
ys_types = 55
top_cells_by_count = "nand2_1 (53), a21oi_1 (45), ha_1 (37), nand3_1 (34), o21ai_0 (31)"
syn_area_per_cell_um2 = 6.67
most_common_cell = "nand2_1"
synth.cell_area_um2 = 3340
top_area_frac = 0.139

[floorplanning]
fp_util = 0.523
coreArea_um2 = 6390
die_w_um = 83.7
io_pins = 142
row_count = 29
die_area_um2 = 7000
die_y_um = 83.7

[cells_and_area]
seq_area_um2 = 0
synthToLayoutAreaGrowth_pct = 43.0
nClkBuffers = 0
drive_above_1_share = 0.0373
ff_count = 0

[detailed_routing]
diodes = 0
drc = 0
wl_per_cell_um = 17.8
drt_iter0_drc = 290
via_per_inst = 6.18
wirelength_um = 12300
vias = 4292
antenna_left = 0
drt-pass1-iter-count = 5

[critical_path]
critPathRequiredTime_ns = 19.76
crit_start = "pc[4]"
max_stage_delay_ns = 0.53
end_kind = "output port"
crit_chain = "clkdlybuf4s50_1 -> and3_1 -> and3_1 -> nand3_1 -> xnor2_1 -> ha_1 -> nand3_1 -> o211ai_1 -> a21oi_1 -> o21a_1 -> o2111a_1 -> nor3_1 -> a31oi_1 -> xor2_1 -> a221oi_1 -> clkdlybuf4s50_1"
cp-endpoint = "npc[29]"
worstSetupPathDepth = 16
crit_fanout = 6
critPathBufInv = 2
cpMaxStageDelayCell = "clkdlybuf4s50_1"
startpoint_type = "input pin"
critPathKind = "in2out"
arrival_ns = 9.43
crit_family = "simple AND/OR/NAND/NOR gates"

[status]
status = "complete, no violations"

[placement]
gp_congestion = 1.05
dpl.hpwl_um = 9850
io_buffers = 142

[min_path]
hold_class = "in2out"

[run]
warnings = 40
maxCapViolCount = 0
==> layer usage <==
metal	global-route usage	wire, µm	vias to the layer above
met4	0.0616	226	0
met3	0.0402	1480	17
met2	0.522	5170	257
met1	0.548	5450	1905
li1	-	-	2113
met5	0	0	-
==> how the worst min path moves through the flow <==
stage	from	end	slack [ns]	cells after the start
4_1_cts	pc[0]	npc[0]	10.76	4
6_report	pc[0]	npc[0]	10.76	4
5_1_grt	pc[1]	npc[1]	10.81	4
==> layout make-up <==
class / instances / area [µm²]
timing repair buffer: 146 / 1450
inverter: 10 / 37.5
tap: 77 / 96.3
fill: 473 / 1610
multi-input combinational: 461 / 3190
==> per-stage QoR <==
step | util | cell area (µm²) | instances | worst slack (ns)
after floorplan | - | 3340 | 500 | 12.10
after global placement | 0.747 | 4770 | 694 | 10.53
after detailed placement | 0.747 | 4770 | 694 | 10.45
after CTS | 0.747 | 4770 | 694 | 10.43
after global routing | 0.747 | 4770 | 694 | 10.02
final | 0.747 | 4770 | 694 | 10.33
==> power groups by stage <==
stage	sequential (µW)	clock, µW	combinational (µW)
6_report	0	0	103
5_1_grt	0	0	112
4_1_cts	0	0	101
==> cells in the final DEF, fill, tap and decap left out, drive strengths merged, types with 4 or more instances in the layout <==
| cell | count |
|---|---|
| a211oi | 4 |
| and3 | 10 |
| nand3 | 35 |
| nor3 | 10 |
| xnor2 | 31 |
| nor2 | 33 |
| ha | 37 |
| xor2 | 23 |
| mux2i | 16 |
| inv | 10 |
| mux2 | 10 |
| a21o | 20 |
| nand4 | 10 |
| o21a | 4 |
| a221oi | 4 |
| a21oi | 45 |
| o21ai | 31 |
| o211ai | 14 |
| o21bai | 5 |
| a31oi | 11 |
| or3 | 4 |
| buf | 4 |
| nand2 | 53 |
| o22ai | 13 |
| clkdlybuf4s50 | 142 |
==> cells by family after synthesis <==
group	Yosys count	synth area share
compound gates	172	0.330
xor+xnor	54	0.144
fa+ha+maj	38	0.145
buf+inv	39	0.0461
mux	26	0.0817
simple gates	171	0.253
No activity file was given, so power comes from the tool's default toggle rates.
